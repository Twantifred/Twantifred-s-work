<file path="flow/config.mk">
export PLATFORM = sky130hd
export DESIGN_NAME = barrel_shifter
export DESIGN_NICKNAME = barrel_shifter
export VERILOG_FILES = /design/flow/design.v
export SDC_FILE = /design/flow/constraint.sdc
export NUM_CORES = 4
export LEC_CHECK = 1
export CORE_AREA = 10 10 76 76
export DIE_AREA = 0 0 86 86
</file>
<file path="flow/run.sh">
#!/bin/bash
# OpenROAD 26Q1-2900-gdf79404cd8, Yosys 0.63+post, stock flow scripts
make -C /OpenROAD-flow-scripts/flow DESIGN_CONFIG=/design/flow/config.mk WORK_HOME=/design/flow/orfs finish
</file>
<file path="flow/constraint.sdc">
current_design barrel_shifter

set clk_period 1.8
set clk_io_pct 0.2

create_clock -name clk0 -period $clk_period

set non_clock_inputs [all_inputs -no_clocks]
set_input_delay [expr $clk_period * $clk_io_pct] -clock clk0 $non_clock_inputs
set_output_delay [expr $clk_period * $clk_io_pct] -clock clk0 [all_outputs]
</file>
<file path="flow/design.v">
module barrel_shifter(           
    input      [7:0] din,        
    input      [2:0] shamt,      
    input            LR,         
    input            AL,         
    output reg [7:0] dout        
);
always @(*) begin
    if(LR == 1) begin                                 
        dout = shamt[2] ? {din[3:0], 4'b0} : din;            
        dout = shamt[1] ? {dout[5:0], 2'b0} : dout;          
        dout = shamt[0] ? {dout[6:0], 1'b0} : dout;          
    end 
    else begin                   
        if(AL == 1)begin         
            dout = shamt[2] ? {{ 4{din[7]}}, din[7:4]} : din;
            dout = shamt[1] ? {{ 2{dout[7]}}, dout[7:2]} : dout;
            dout = shamt[0] ? {{ 1{dout[7]}}, dout[7:1]} : dout;
        end
        else begin
            dout = shamt[2] ? {4'b0, din[7:4]} : din;
            dout = shamt[1] ? {2'b0, dout[7:2]} : dout;
            dout = shamt[0] ? {1'b0, dout[7:1]} : dout;      
        end
    end
end
endmodule
</file>
==> qor.txt <==
Pleak - 0.000447 uW
Gate Count Post-Synth - 79
GPL Wtd Cong - 0.857
status - finished with violations
Sequential Area - 0 um2
worst slew pin tran - 0.268 ns
worst min path class - primary input to output pin
Placed Cells - 159
Max Clk Rate - 554 MHz
CP endpoint kind - output pin
clock buffers - 0
hold_buf cts - 0
Hold Path Depth - 4
vias per cell - 4.51
failing checks - setup timing
RSZ-0062 raised after global routing - yes
Buf+Inv Stages, Crit Path - 2
largest net degree at the start of global routing - 12
first-pass GRT wire length - 3910 um
total power - 263 uW
Netlist Area Pre-Place - 549 um2
DRT Pass-1 Iters - 4
Syn Area/Cell - 6.95 um2
cells along the critical path - buf_6 -> and2_4 -> mux4_2 -> mux2i_1 -> o22ai_1 -> buf_2
hold endpoint - dout[6]
slowest cell on the critical path - mux4_2
CP max FO - 3
I/O pin total - 21
initial antenna violation count - 0
crit path kind - primary input to output pin
CP required - 1.44 ns
ys cells - 79
Core ar. - 4120 um2
max_cap viols - 0
total gr overflow - 0
warnings from Yosys - 1
post-synth cell types - 29
DRC - 0
final slew viol count - 0
Worst Hold Launch - shamt[0]
non-filler instance count after layout - 168
registers - 0
Rows - 23
die area - 7400 um2
Final Setup Violations - 2
peak supply drop - 0.0815 mV
WL final - 2330 um
part of the cycle the worst path needs - 1.00
Startpoint Class - primary input
Final WS setup - -0.00496 ns
Init Core Util - 0.133
wire per inst - 13.9 um
initial drt markers - 86
area reported by Yosys stat - 549 um2
power density over the cells - 255 nW/um2
vias in the first global route - 775
min Tclk post-route - 1.80 ns
Post-Route Utilization - 0.251
sequential area share after synthesis - 0
Layout area overhead - 87.7%
Die X - 86 um
CP max stage delay - 0.50 ns
signal arrival time at the worst endpoint - 1.44 ns
count of final hold-check violations - 0
via count - 757
layout cells sized above 1 - 0.500
DIE HEIGHT - 86 um
I/O Buffers - 21
antenna cell count - 0
Setup crit start - din[7]
Total GRT Usage - 0.0627
Max transition margin - 0.820
Log Warnings - 34
stages on the worst setup path - 6
Post-DRT Antenna Nets - 0
cell family with most CP delay - multiplexers
hpwl dp - 1720 um
==> cell type report <==
class,count,area (um2)
Fill cell,446,3080
Tap cell,50,62.6
Multi-Input combinational cell,69,538
Inverter,3,11.3
Timing Repair Buffer,46,419
==> how the worst max path moves through the flow <==
stage	endpoint	slack, ns
CTS	dout[6]	-0.01
global route	dout[4]	-0.10
finish	dout[1]	-0.005
==> through the flow <==
step                hold WS (ns)  cell area, um2  setup TNS (ns)  worst slack, ns
floorplan                  0.828             549               0            0.178
global route                1.16            1030          -0.334           -0.102
finish                      1.12            1030        -0.00974         -0.00496
global placement            1.81             881           -6.01           -0.820
CTS                         1.28            1030         -0.0213          -0.0123
detailed placement          1.79             881           -5.97           -0.792
==> cell usage in the layout (no fill, tap or decap), types with 3 or more instances in the layout <==
cell / instances
o211ai_1: 3
nor3_1: 3
mux2i_1: 9
a21oi_1: 7
o21ai_1: 4
buf_4: 18
nand3b_1: 3
dlygate4sd2_1: 4
buf_2: 9
nand2_1: 8
buf_6: 6
==> routing by layer <==
| metal | global-route usage | routed length [um] | vias up | part of all wire |
|---|---|---|---|---|
| li1 | - | - | 383 | - |
| met1 | 0.0932 | 1150 | 348 | 0.49 |
| met3 | 0.00572 | 106 | 0 | 0.045 |
| met5 | 0 | 0 | - | 0 |
| met2 | 0.0980 | 1070 | 26 | 0.46 |
| met4 | 0.00599 | 0 | 0 | 0 |
==> cells in the mapped netlist (2+ instances only) <==
| cell type | n | area, um2 |
|---|---|---|
| a21oi_1 | 8 | 40.0 |
| a31oi_1 | 2 | 12.5 |
| buf_2 | 2 | 10.0 |
| buf_6 | 2 | 22.5 |
| clkbuf_8 | 3 | 41.3 |
| inv_1 | 2 | 7.51 |
| mux2i_1 | 11 | 110 |
| nand2_1 | 8 | 30.0 |
| nand3b_1 | 3 | 22.5 |
| nor2_1 | 5 | 18.8 |
| nor3_1 | 5 | 25.0 |
| o211ai_1 | 3 | 22.5 |
| o21ai_0 | 7 | 35.0 |
| o221ai_1 | 2 | 17.5 |
| o22ai_1 | 2 | 12.5 |
==> repair_timing <==
action / 4_1_cts / 5_1_grt
buffers inserted: 6 / 0
gates resized: 82 / 15
setup endpoints to repair: 8 / 8
gates cloned: 3 / 0
pin swaps: 16 / 9
==> power breakdown <==
group	leakage [uW]	internal [uW]	switching, uW	total [uW]
clock network	0	0	0	0
registers	0	0	0	0
logic	0.000447	146	117	263
total	0.000447	146	117	263
==> logic make-up after synthesis <==
kind of cell           count (synthesis)  synth area share
AND-OR/OR-AND                         29             0.330
AND/OR/NAND/NOR                       26             0.232
multiplexers                          14             0.282
buffers and inverters                 10             0.155
Power is estimated from default activity; no workload was simulated.
