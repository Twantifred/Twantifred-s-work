===== flow/config.mk =====
export PLATFORM = sky130hd
export DESIGN_NAME = ps2_to_ascii
export DESIGN_NICKNAME = ps2_to_ascii
export VERILOG_FILES = /design/flow/design.v
export SDC_FILE = /design/flow/constraint.sdc
export NUM_CORES = 4
export LEC_CHECK = 1
export CORE_AREA = 10 10 70 70
export DIE_AREA = 0 0 80 80

===== flow/constraint.sdc =====
current_design ps2_to_ascii

set clk_period 3.2
set clk_io_pct 0.2

create_clock -name clk0 -period $clk_period

set non_clock_inputs [all_inputs -no_clocks]
set_input_delay [expr $clk_period * $clk_io_pct] -clock clk0 $non_clock_inputs
set_output_delay [expr $clk_period * $clk_io_pct] -clock clk0 [all_outputs]

===== flow/design.v =====
module ps2_to_ascii(
    input [7:0]x, 
    output [7:0]y );
    reg [7:0] tmp;
    always @(*) 
	begin
		case (x)
		8'h1c:tmp=8'h61;
		8'h32:tmp=8'h62;
		8'h21:tmp=8'h63;
		8'h23:tmp=8'h64;
		8'h24:tmp=8'h65;
		8'h2b:tmp=8'h66;
		8'h34:tmp=8'h67;
		8'h33:tmp=8'h68;
		8'h43:tmp=8'h69;
		8'h3b:tmp=8'h6a;
		8'h42:tmp=8'h6b;
		8'h4b:tmp=8'h6c;
		8'h3a:tmp=8'h6d;
		8'h31:tmp=8'h6e;
		8'h44:tmp=8'h6f;
		8'h4d:tmp=8'h70;
		8'h15:tmp=8'h71;
		8'h2d:tmp=8'h72;
		8'h1b:tmp=8'h73;
		8'h2c:tmp=8'h74;
		8'h3c:tmp=8'h75;
		8'h2a:tmp=8'h76;
		8'h1d:tmp=8'h77;
		8'h22:tmp=8'h78;
		8'h35:tmp=8'h79;
		8'h1a:tmp=8'h7a;
		8'hf0:tmp=0;
		8'h45:tmp=8'h30;
		8'h16:tmp=8'h31;
		8'h1e:tmp=8'h32;
		8'h26:tmp=8'h33;
		8'h25:tmp=8'h34;
		8'h2e:tmp=8'h35;
		8'h36:tmp=8'h36;
		8'h3d:tmp=8'h37;
		8'h3e:tmp=8'h38;
		8'h46:tmp=8'h39;
		default:tmp=0;
		endcase
    end
    assign y=tmp;
endmodule

===== flow/run.sh =====
#!/bin/bash
# OpenROAD 26Q1-2900-gdf79404cd8, Yosys 0.63+post, stock flow scripts
make -C /OpenROAD-flow-scripts/flow DESIGN_CONFIG=/design/flow/config.mk WORK_HOME=/design/flow/orfs finish

==> impl_metrics.json <==
{
  "required_ps": 2560,
  "vdd_drop_max_mv": 0.0571,
  "antenna_found_initial": 0,
  "hold_end": "y[0]",
  "final-seq-area_um2": 0,
  "timing.fmax_mhz": 316,
  "hold_viol": 0,
  "crit_path_max_fanout": 3,
  "post-route-drc-count": 0,
  "cp-end-kind": "primary output",
  "ys_chip_area_um2": 764,
  "final_layout_size_suffix_gt1_frac": 0.541,
  "drt_iter0_markers": 136,
  "grt_pass1_wl_um": 5690,
  "power.density_nw_per_um2": 105,
  "startpoint_type": "input port",
  "ctsHoldBuffers": 0,
  "postSynthCellCount": 119,
  "final_cell_area_um2": 1600,
  "die_x_um": 80,
  "min_from": "x[5]",
  "postRouteAntennaNets": 0,
  "chipHeight_um": 80,
  "nClkBuffers": 0,
  "via_per_inst": 5.40,
  "syn_area_um2": 764,
  "design.seq.count": 0,
  "outcome": "completed",
  "cp_data_arrival_time_ps": 2520,
  "io_pins": 16,
  "hold_depth": 6,
  "num_vias": 1248,
  "gp_congestion": 0.990,
  "ys_seq_share": 0,
  "avgSynthCellArea_um2": 6.42,
  "total_power_uw": 169,
  "grt_max_degree": 9,
  "area.growth.synth_to_final_pct": 110,
  "ys_cells": 119,
  "final_util": 0.469,
  "setup_tns_ps": 0,
  "min_period_ps": 3160,
  "grt_pass1_vias": 1201,
  "hold_path.class": "input port to primary output",
  "post_drt_wl_per_cell_um": 15.6,
  "leakagePower_nw": 0.699,
  "grt_util_all_layers": 0.105,
  "grt_overflow_total": 0,
  "drt_pass1_iterations": 4,
  "fp_util": 0.224,
  "top_cells_by_count": "nand2_1 (12), a21oi_1 (8), nor3_1 (8)",
  "top_cells_by_area": "nand2_1 (5.9%), nand2b_1 (5.7%), a21oi_1 (5.2%), nor3_1 (5.2%), buf_2 (3.9%)",
  "finalCritPeriodShare": 0.987,
  "critPathKind": "input port to primary output",
  "final_max_slew_viol_count": 0,
  "core.rowCount": 21,
  "setup_viol": 0,
  "hpwl_um": 2360,
  "post_dp_cell_area_um2": 1250,
  "log.warning_count": 33,
  "hold_ws_ps": 2090,
  "yosysWarnings": 1,
  "antenna_cells": 0,
  "synth.top_cell.area_share": 0.0589,
  "cap_violations": 0,
  "wl_um": 3610,
  "yosysUniqueCellTypes": 50,
  "coreArea_um2": 3420,
  "dieArea_um2": 6400,
  "io_buffers": 15,
  "yosysTopAreaCell": "nand2_1",
  "synth_top_cell_by_count": "nand2_1"
}
==> cells in the final DEF, fill, tap and decap left out, types with 3 or more instances in the layout <==
cell,synthesis,routed
nand4_1,3,3
nand2b_1,7,5
o21ai_0,3,3
clkbuf_2,0,3
nor4b_2,1,3
dlygate4sd2_1,0,6
clkdlybuf4s50_1,0,5
buf_4,1,54
nand2_1,12,12
inv_1,3,3
nor2_1,5,3
a21oi_2,1,3
or3_1,4,3
buf_6,1,6
a21oi_1,8,6
o211ai_1,3,3
nor3_2,0,5
nand3b_1,3,3
==> power breakdown <==
group          internal, mW  switching (mW)
sequential                0               0
clock                     0               0
combinational        0.0889          0.0798
total                0.0889          0.0798
==> per-stage QoR <==
step,instances,setup WS [ps]
3_5_place_dp,212,-302
2_1_floorplan,119,751
5_1_grt,231,-18.6
3_3_place_gp,212,-285
4_1_cts,228,-31.6
6_report,231,40.1
==> cell type report <==
class / instances / area (µm²)
inverter: 4 / 15.0
multi-input combinational: 104 / 890
tap: 46 / 57.6
fill: 297 / 1810
timing repair buffer: 77 / 641
==> worst max path at each step <==
| stage | start | to | slack [ps] | depth (start not counted) |
|---|---|---|---|---|
| after CTS | x[7] | y[5] | -30 | 7 |
| final | x[7] | y[5] | 40 | 7 |
| after global routing | x[0] | y[4] | -20 | 9 |
==> logic make-up after synthesis <==
logic type | synth area share
AND-OR/OR-AND | 0.337
XOR/XNOR | 0.0115
buffers and inverters | 0.0982
multiplexers | 0.0262
other | 0.00491
AND/OR/NAND/NOR | 0.522
==> worst max-delay path: stages <==
cell and delay (ps):
dlygate4sd2_1 250, or4b_4 500, or3_1 330, a21oi_2 190
nor4_2 70, nand2b_1 70, clkdlybuf4s50_1 460
==> repair_timing <==
| action | 4_1_cts | 5_1_grt |
|---|---|---|
| resized | 41 | 22 |
| pin swaps | 13 | 12 |
| setup endpoints to repair | 7 | 6 |
| buffers inserted | 16 | 4 |
| gates cloned | 0 | 0 |
==> per-layer routing <==
layer / track usage / part of all wire / vias up / wire length, µm
met5: 0 / 0 / - / 0
met4: 0.0123 / 0.010 / 0 / 36
met1: 0.144 / 0.45 / 583 / 1630
li1: - / - / 593 / -
met3: 0.00341 / 0.081 / 8 / 293
met2: 0.182 / 0.46 / 64 / 1650
Power and IR drop assume default switching activity.
