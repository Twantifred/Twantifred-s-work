===== /design/flow/config.mk =====
export PLATFORM = sky130hd
export DESIGN_NAME = top_
export DESIGN_NICKNAME = top_
export VERILOG_FILES = /design/flow/design.v
export SDC_FILE = /design/flow/constraint.sdc
export NUM_CORES = 4
export LEC_CHECK = 1
export CORE_AREA = 10 10 85 85
export DIE_AREA = 0 0 95 95

===== /design/flow/constraint.sdc =====
current_design top_

set clk_period 2.7
set clk_io_pct 0.2

create_clock -name clk0 -period $clk_period [get_ports {clk}]

set non_clock_inputs [all_inputs -no_clocks]
set_input_delay [expr $clk_period * $clk_io_pct] -clock clk0 $non_clock_inputs
set_output_delay [expr $clk_period * $clk_io_pct] -clock clk0 [all_outputs]

===== /design/flow/design.v =====
module seg (
    input clk,
    input rst,
    input [3:0] num0,
    input [3:0] num1,
    output reg [6:0] seg0,
    output reg [6:0] seg1
);
wire [6:0] segs [15:0];
assign segs[0]  = 7'b0000001;  
assign segs[1]  = 7'b1001111;
assign segs[2]  = 7'b0010010;
assign segs[3]  = 7'b0000110;
assign segs[4]  = 7'b1001100;
assign segs[5]  = 7'b0100100;
assign segs[6]  = 7'b0100000;
assign segs[7]  = 7'b0001111;
assign segs[8]  = 7'b0000000;
assign segs[9]  = 7'b0000100;
assign segs[10] = 7'b0001000;
assign segs[11] = 7'b1100000;
assign segs[12] = 7'b0110001;
assign segs[13] = 7'b1000010;
assign segs[14] = 7'b0110000;
assign segs[15] = 7'b0111000;
always@(posedge clk)begin
    case (num0)
        4'd0 :seg0 = segs[0];
        4'd1 :seg0 = segs[1];
        4'd2 :seg0 = segs[2];
        4'd3 :seg0 = segs[3];
        4'd4 :seg0 = segs[4];
        4'd5 :seg0 = segs[5];
        4'd6 :seg0 = segs[6];
        4'd7 :seg0 = segs[7];
        4'd8 :seg0 = segs[8];
        4'd9 :seg0 = segs[9];
        4'd10:seg0 = segs[10];
        4'd11:seg0 = segs[11];
        4'd12:seg0 = segs[12];
        4'd13:seg0 = segs[13];
        4'd14:seg0 = segs[14];
        4'd15:seg0 = segs[15];
        default: seg0 = segs[0];
    endcase
    case (num1)
        4'd0 :seg1 = segs[0];
        4'd1 :seg1 = segs[1];
        4'd2 :seg1 = segs[2];
        4'd3 :seg1 = segs[3];
        4'd4 :seg1 = segs[4];
        4'd5 :seg1 = segs[5];
        4'd6 :seg1 = segs[6];
        4'd7 :seg1 = segs[7];
        4'd8 :seg1 = segs[8];
        4'd9 :seg1 = segs[9];
        4'd10:seg0 = segs[10];
        4'd11:seg0 = segs[11];
        4'd12:seg0 = segs[12];
        4'd13:seg0 = segs[13];
        4'd14:seg0 = segs[14];
        4'd15:seg0 = segs[15];
        default: seg1 = segs[0];
    endcase
end
endmodule
module top_(
    input clk,
    input rst,
    output reg [7:0] num,
    output reg [3:0] num0,
    output reg [3:0] num1,
    output reg [6:0] seg0,
    output reg [6:0] seg1
);
reg x=0;
always@(posedge clk)begin
    if(rst)  
        num = 8'b00000001;
    else begin
        x = num[4] ^ num[3] ^ num[2] ^ num[0];  
        num = {x,num[7:1]}; 
    end
end
assign num0 = num[3:0];
assign num1 = num[7:4];
seg my_seg(
  .clk      (clk),
  .rst      (rst),
  .num0     (num0),
  .num1     (num1),
  .seg0     (seg0),
  .seg1     (seg1)
);
endmodule

===== /design/flow/run.sh =====
#!/bin/bash
# OpenROAD 26Q1-2900-gdf79404cd8, Yosys 0.63+post, stock flow scripts
make -C /OpenROAD-flow-scripts/flow DESIGN_CONFIG=/design/flow/config.mk WORK_HOME=/design/flow/orfs finish

==> results_slide.txt <==
Key Metrics from the Run

Power
  – Cell leakage power: 0.535 nW
  – Total power: 0.000756 W
  – PD cells: 529 nW/um^2
  – Worst IR Drop VDD: 187 uV

Worst setup path
  – Top Family by Delay on Critical Path: flip-flops
  – Cells along the critical path: clkdlybuf4s50_1
  – R2r setup slk: 1100 ps
  – Crit path arrival time: 1560 ps
  – CP Capture Type: output port
  – Crit-path max FO: 18
  – Reg-to-reg startpoint: num[2]
  – CP required: 2160 ps
  – Worst flop-to-flop path endpoint: my_seg.seg0[1]
  – CP max stage delay: 720 ps
  – Setup crit start kind: flip-flop
  – CP bufs+invs: 1
  – Worst path slowest cell: dfxtp_1
  – Crit Path Class: reg -> out
  – R2R depth: 4

STA
  – Crit path time final: 2100 ps
  – Max Clock Freq: 476 MHz
  – Worst rel slew slack: 59.4%
  – Final Skew: 6.23 ps
  – Fin crit share: 77.8%
  – TNS Setup: 0 ps
  – Max-slew violation count: 0
  – Final hold violation count: 0
  – Worst slew pin tran: 608 ps
  – # setup viols final: 0
  – Setup WS post-layout: 598 ps
  – RSZ-0062 raised after global routing: no

Clocking
  – Setup Fix Bufs, Post-CTS: 0
  – Cts bufs inserted: 3
  – CTS H-Tree Depth: 1
  – Root Driver: clkbuf_8
  – Hold_buf cts: 0
  – Clock Latency Late Sink: 260 ps
  – Post-CTS Resized: 0
  – # clock sinks: 22
  – TritonCTS clock tree: built
  – Clock-pin slew on the worst setup and hold paths: 80 ps
  – Maximum root-to-sink buffer count: 2

Routing
  – Via density: 4.10
  – Avg WL per Cell: 11.8 um
  – Starting DRT DRC Count: 45
  – Number of diodes: 0
  – Via count: 849
  – Drt drc: 0
  – Post-DRT Antenna Nets: 0
  – First drt pass iteration count: 4
  – DRT Wirelength: 2450 um

Logic synthesis
  – Top cells, area: dfxtp_1 (28%), edfxtp_1 (20%), buf_4 (7.0%)
  – Post-synth ARST share: 0%
  – Distinct lib cells: 39
  – Largest family of logic cells by area: simple AND/OR/NAND/NOR gates
  – Adder share: 1.06%
  – Share of the synthesized area in the top cell type: 28.2%
  – AO/OA Area Share: 15.1%
  – Ys flop type: dfxtp_1
  – Post-Syn Instances: 116
  – Post-Synth XOR/XNOR Area: 3.29%
  – YS warnings: 4
  – Post-synth seq share: 47.9%
  – Yosys Instances: 116
  – YS chip area: 1070 sq um
  – Cell taking the most area after synthesis: dfxtp_1
  – Post-synth EDFFs: 7
  – Yosys reg bits: 22
  – Post-synth design cell area: 1070 sq um
  – Avg Inst Size Synth: 9.19 sq um
  – Mux share: 0.939%
  – Synth Area in Simple Gates: 18.4%

Global route
  – First-pass GRT wire length: 3950 um
  – Initial antenna violation count: 0
  – Gr usage total: 5.42%
  – Largest net degree at the start of global routing: 19
  – Congestion Overflow GR: 0
  – Vias in the first global route: 798

Floorplan
  – Row count: 27
  – Die Size: 9030 sq um
  – CORE AREA: 5470 sq um
  – Die height: 95 um
  – # IOs: 32
  – Die x size: 95 um
  – Initial Util: 19.5%

Run status
  – Status: complete, no violations

Finish
  – Flop area: 510 sq um
  – Post-layout util: 26.1%
  – Most instantiated logic cells after routing: clkdlybuf4s50_1 (31), dfxtp_1 (15), nand2_1 (12)
  – Gate Area: 414 sq um
  – Fillers: 591
  – Commonest Layout Cell: clkdlybuf4s50_1
  – Area Overhead vs Synth: 34.0%
  – Layout cell share with drive strength beyond 1: 7.41%

Flow run
  – Tool Warnings: 25
  – Max Cap Viol: 0

Hold path
  – Hold Path Class: reg -> reg
  – Critical hold path startpoint: num[2]
  – Hold path depth: 2
  – Hold Path End: num[1]

Place
  – PortBufs: 31
  – Post-DP HPWL: 1820 um
  – GPL Wtd Cong: 0.834
  – Setup slack at placement: 895 ps
## kinds of logic (layout without fill, tap and decap cells)
kind of cell | count (synthesis) | in the layout
buf+inv | 24 | 43
mux | 1 | 1
simple gates | 40 | 40
fa+ha+maj | 1 | 1
compound gates | 24 | 24
xor+xnor | 4 | 4
flops | 22 | 22
## state kept, by name, summed over array words and instances, names as in the netlist
name / cells
num: 8
my_seg.seg0: 7
my_seg.seg1: 7
## Yosys cell counts (2+ instances only)
cell	number
a211oi_1	2
a21oi_1	4
and3_1	2
buf_2	3
buf_4	10
clkbuf_1	2
dfxtp_1	15
edfxtp_1	7
inv_1	5
inv_2	2
nand2_1	12
nand2b_1	2
nand3_1	2
nor2_1	11
nor2b_1	2
nor4_1	2
o211ai_1	2
o21ai_0	5
o21ai_1	2
or3_1	3
xnor2_1	2
xor2_1	2
## per-stage QoR
stage / instances / instance area, sq um / hold slack (ps)
2_1_floorplan: 116 / 1070 / 510
3_3_place_gp: 203 / 1360 / 644
3_5_place_dp: 203 / 1360 / 644
4_1_cts: 207 / 1430 / 655
5_1_grt: 207 / 1430 / 713
6_report: 207 / 1430 / 660
## area by class of cell
| cell class | instances | area share, % |
|---|---|---|
| Clock buffer | 3 | 2.89 |
| Inverter | 8 | 2.28 |
| Timing Repair Buffer | 31 | 21.7 |
| Tap cell | 72 | 6.30 |
| Clock inverter | 1 | 2.10 |
| Sequential cell | 22 | 35.7 |
| Multi-Input combinational cell | 70 | 29.0 |
## layer usage
| metal | track usage (%) | wire (um) | vias up |
|---|---|---|---|
| li1 | - | - | 436 |
| met1 | 7.47 | 1190 | 386 |
| met5 | 0 | 0 | - |
| met2 | 8.07 | 1030 | 25 |
| met3 | 2.24 | 222 | 2 |
| met4 | 0.623 | 9 | 0 |
## power breakdown
group | leakage [nW] | internal (W) | switching, W | total (W)
Sequential | 0.205 | 0.000361 | 0.0000185 | 0.000379
Clock | 0.0357 | 0.000198 | 0.000103 | 0.000301
Combinational | 0.294 | 0.0000532 | 0.0000224 | 0.0000756
## worst max-delay path by stage
stage / depth (start not counted) / slack (ps) / end / from
6_report: 1 / 600 / num[7] / num[7]
4_1_cts: 1 / 600 / num[7] / num[7]
5_1_grt: 1 / 470 / num[7] / num[7]
Power and IR drop assume default switching activity.
